**flow/config.mk**
```make
export PLATFORM = sky130hd
export DESIGN_NAME = lab6
export DESIGN_NICKNAME = lab6
export VERILOG_FILES = /design/flow/design.v
export SDC_FILE = /design/flow/constraint.sdc
export NUM_CORES = 4
export LEC_CHECK = 1
export CORE_UTILIZATION = 40
```
**flow/constraint.sdc**
```tcl
current_design lab6

set clk_period 41.1
set clk_io_pct 0.2

create_clock -name clk0 -period $clk_period [get_ports {clk}]

set non_clock_inputs [all_inputs -no_clocks]
set_input_delay [expr $clk_period * $clk_io_pct] -clock clk0 $non_clock_inputs
set_output_delay [expr $clk_period * $clk_io_pct] -clock clk0 [all_outputs]
```
**flow/design.v**
```verilog
`timescale 1ns / 1ps
module lab6(
  input  clk,
  input  reset_n,
  input  [3:0] usr_btn,
  output [3:0] usr_led,
  input  uart_rx,
  output uart_tx
);
localparam [2:0] S_MAIN_INIT = 0, S_MAIN_PROMPT = 1,
                 S_MAIN_READ_NUM = 2, S_MID_PROMPT = 3,
                 S_MID_READ = 4, S_CALCULATE = 5,
                 S_MAIN_REPLY = 6;
localparam [1:0] S_UART_IDLE = 0, S_UART_WAIT = 1,
                 S_UART_SEND = 2, S_UART_INCR = 3;
localparam INIT_DELAY = 100_000;  
localparam PROMPT_STR = 0;   
localparam PROMPT_LEN = 35;  
localparam MIDDLE_STR = 35;
localparam MIDDLE_LEN = 36;
localparam REPLY_STR  = 71;  
localparam REPLY_LEN  = 37;  
localparam MEM_SIZE   = PROMPT_LEN+MIDDLE_LEN+REPLY_LEN;   
wire enter_pressed;
wire print_enable, print_done;
reg [$clog2(MEM_SIZE):0] send_counter;
reg [2:0] P, P_next;
reg [1:0] Q, Q_next;
reg [$clog2(INIT_DELAY):0] init_counter;
reg [7:0] data[0:MEM_SIZE-1];
reg  [0:PROMPT_LEN*8-1] msg1 = { "\015\012Enter the first decimal number: ", 8'h00 };
reg  [0:MIDDLE_LEN*8-1] msg2 = { "\015\012Enter the second decimal number: ", 8'h00 };
reg  [0:REPLY_LEN*8-1]  msg3 = { "\015\012The integer quotient is: 0x0000.\015\012", 8'h00 };
reg  [15:0] num_reg;   
reg  [15:0] first_num_reg = 0;
reg  [15:0] second_num_reg = 0;
reg  [2:0]  key_cnt;   
reg finish_cal = 0;
wire transmit;
wire received;
wire [7:0] rx_byte;
reg  [7:0] rx_temp;   
wire [7:0] tx_byte;
wire [7:0] echo_key;  
wire is_num_key;
wire is_receiving;
wire is_transmitting;
wire recv_error;
uart uart(
  .clk(clk),
  .rst(~reset_n),
  .rx(uart_rx),
  .tx(uart_tx),
  .transmit(transmit),
  .tx_byte(tx_byte),
  .received(received),
  .rx_byte(rx_byte),
  .is_receiving(is_receiving),
  .is_transmitting(is_transmitting),
  .recv_error(recv_error)
);
integer idx;
always @(posedge clk) begin
  if (~reset_n) begin
    for (idx = 0; idx < PROMPT_LEN; idx = idx + 1) data[idx] = msg1[idx*8 +: 8];
    for(idx = 0; idx < MIDDLE_LEN; idx = idx + 1) data[idx+PROMPT_LEN] = msg2[idx*8 +: 8];
    for (idx = 0; idx < REPLY_LEN; idx = idx + 1) data[idx+PROMPT_LEN+MIDDLE_LEN] = msg3[idx*8 +: 8];
  end
  else if (P == S_MAIN_REPLY) begin
    data[REPLY_STR+29] <= ((num_reg[15:12] > 9)? "7" : "0") + num_reg[15:12];
    data[REPLY_STR+30] <= ((num_reg[11: 8] > 9)? "7" : "0") + num_reg[11: 8];
    data[REPLY_STR+31] <= ((num_reg[ 7: 4] > 9)? "7" : "0") + num_reg[ 7: 4];
    data[REPLY_STR+32] <= ((num_reg[ 3: 0] > 9)? "7" : "0") + num_reg[ 3: 0];
  end
end
assign usr_led = usr_btn;
assign enter_pressed = (rx_temp == 8'h0D);  
always @(posedge clk) begin
  if (~reset_n) P <= S_MAIN_INIT;
  else P <= P_next;
end
always @(*) begin  
  case (P)
    S_MAIN_INIT:  
	   if (init_counter < INIT_DELAY) P_next = S_MAIN_INIT;
		else P_next = S_MAIN_PROMPT;
    S_MAIN_PROMPT:  
      if (print_done) P_next = S_MAIN_READ_NUM;
      else P_next = S_MAIN_PROMPT;
    S_MAIN_READ_NUM:  
      if (enter_pressed) P_next = S_MID_PROMPT;
      else P_next = S_MAIN_READ_NUM;
    S_MID_PROMPT:
      if(print_done)P_next = S_MID_READ;
      else P_next = S_MID_PROMPT;
    S_MID_READ:
      if(enter_pressed)P_next = S_CALCULATE;
      else P_next = S_MID_READ;
    S_CALCULATE:
      if(finish_cal)P_next = S_MAIN_REPLY;
      else P_next = S_CALCULATE;
    S_MAIN_REPLY:  
      if (print_done) P_next = S_MAIN_INIT;
      else P_next = S_MAIN_REPLY;
  endcase
end
assign print_enable = (P != S_MAIN_PROMPT && P_next == S_MAIN_PROMPT) ||
                  (P == S_MAIN_READ_NUM && P_next == S_MID_PROMPT) ||
                  (P == S_CALCULATE && P_next == S_MAIN_REPLY);
assign print_done = (tx_byte == 8'h0);
always @(posedge clk) begin
  if (P == S_MAIN_INIT) init_counter <= init_counter + 1;
  else init_counter <= 0;
end
always @(posedge clk) begin
  if (~reset_n) Q <= S_UART_IDLE;
  else Q <= Q_next;
end
always @(*) begin  
  case (Q)
    S_UART_IDLE:  
      if (print_enable) Q_next = S_UART_WAIT;
      else Q_next = S_UART_IDLE;
    S_UART_WAIT:  
      if (is_transmitting == 1) Q_next = S_UART_SEND;
      else Q_next = S_UART_WAIT;
    S_UART_SEND:  
      if (is_transmitting == 0) Q_next = S_UART_INCR;  
      else Q_next = S_UART_SEND;
    S_UART_INCR:
      if (tx_byte == 8'h0) Q_next = S_UART_IDLE;  
      else Q_next = S_UART_WAIT;    
  endcase
end
assign transmit = (Q_next == S_UART_WAIT ||
                  (P == S_MAIN_READ_NUM && received) || 
                  (P == S_MID_READ && received) ||
                   print_enable);
assign is_num_key = (rx_byte > 8'h2F) && (rx_byte < 8'h3A) && (key_cnt < 5);
assign echo_key = (is_num_key || rx_byte == 8'h0D)? rx_byte : 0;
assign tx_byte  = ((P == S_MAIN_READ_NUM || P == S_MID_READ) && received)? echo_key : data[send_counter];
always @(posedge clk) begin
  case (P_next)
    S_MAIN_INIT: send_counter <= PROMPT_STR;
    S_MAIN_READ_NUM: send_counter <= MIDDLE_STR;
    S_MID_READ: send_counter <= REPLY_STR;
    default: send_counter <= send_counter + (Q_next == S_UART_INCR);
  endcase
end
always @(posedge clk) begin
  if (~reset_n || (P == S_MAIN_INIT || P == S_MAIN_PROMPT || P == S_MID_PROMPT)) key_cnt <= 0;
  else if (received && is_num_key) key_cnt <= key_cnt + 1;
end
always @(posedge clk)begin
  if (~reset_n) begin
    first_num_reg <= 0;
    second_num_reg <= 0;
 end
  else if (P == S_MAIN_INIT || P == S_MAIN_PROMPT) begin
    first_num_reg <= 0;
    second_num_reg <= 0;
  end
  else if (received && is_num_key && P == S_MAIN_READ_NUM) first_num_reg <= (first_num_reg * 10) + (rx_byte - 48);
  else if (received && is_num_key && P == S_MID_READ) second_num_reg <= (second_num_reg * 10) + (rx_byte - 48);
end
always @(posedge clk) begin
  rx_temp <= (received)? rx_byte : 8'h0;
end
always @(posedge clk)begin
  if (~reset_n)begin
    finish_cal <= 0;
  end
  else if(P == S_CALCULATE)begin
    num_reg <= (first_num_reg / second_num_reg);
    finish_cal <= 1;
  end
end
endmodule
`timescale 1ns / 1ps
module uart(
    input clk,  
    input rst,  
    input rx,   
    output tx,  
    input transmit,          
    input [7:0] tx_byte,     
    output received,         
    output [7:0] rx_byte,    
    output is_receiving,     
    output is_transmitting,  
    output recv_error        
    );
parameter CLOCK_DIVIDE = 651;  
parameter RX_IDLE = 0;
parameter RX_CHECK_START = 1;
parameter RX_READ_BITS = 2;
parameter RX_CHECK_STOP = 3;
parameter RX_DELAY_RESTART = 4;
parameter RX_ERROR = 5;
parameter RX_RECEIVED = 6;
parameter TX_IDLE = 0;
parameter TX_SENDING = 1;
parameter TX_DELAY_RESTART = 2;
reg [10:0] rx_clk_divider = CLOCK_DIVIDE;
reg [10:0] tx_clk_divider = CLOCK_DIVIDE;
reg       rx_ff;
reg [2:0] recv_state = RX_IDLE;
reg [5:0] rx_countdown;
reg [3:0] rx_bits_remaining;
reg [7:0] rx_data;
reg tx_out = 1;
reg [1:0] tx_state = TX_IDLE;
reg [5:0] tx_countdown;
reg [3:0] tx_bits_remaining;
reg [7:0] tx_data;
assign received = (recv_state == RX_RECEIVED);
assign recv_error = (recv_state == RX_ERROR);
assign is_receiving = (recv_state != RX_IDLE);
assign rx_byte = rx_data;
assign tx = tx_out;
assign is_transmitting = tx_state != TX_IDLE;
always @(posedge clk) begin
  if (rst) begin
    recv_state = RX_IDLE;
    tx_state = TX_IDLE;
  end
  else begin
    rx_ff <= rx;
  end
  rx_clk_divider = rx_clk_divider - 1;
  if (!rx_clk_divider) begin
    rx_clk_divider = CLOCK_DIVIDE;
    rx_countdown = rx_countdown - 1;
  end
  tx_clk_divider = tx_clk_divider - 1;
  if (!tx_clk_divider) begin
    tx_clk_divider = CLOCK_DIVIDE;
    tx_countdown = tx_countdown - 1;
  end
  case (recv_state)
    RX_IDLE: begin
      if (!rx_ff) begin
        rx_clk_divider = CLOCK_DIVIDE;
        rx_countdown = 8;
        recv_state = RX_CHECK_START;
      end
    end
    RX_CHECK_START: begin
      if (!rx_countdown) begin
        if (!rx_ff) begin
          rx_countdown = 16;
          rx_bits_remaining = 8;
          recv_state = RX_READ_BITS;
        end else begin
          recv_state = RX_ERROR;
        end
      end
    end
    RX_READ_BITS: begin
      if (!rx_countdown) begin
        rx_data = {rx_ff, rx_data[7:1]};
        rx_countdown = 16;
        rx_bits_remaining = rx_bits_remaining - 1;
        recv_state = rx_bits_remaining ? RX_READ_BITS : RX_CHECK_STOP;
      end
    end
    RX_CHECK_STOP: begin
      if (!rx_countdown) begin
        recv_state = rx_ff ? RX_RECEIVED : RX_ERROR;
      end
    end
    RX_DELAY_RESTART: begin
      recv_state = rx_countdown ? RX_DELAY_RESTART : RX_IDLE;
    end
    RX_ERROR: begin
      rx_countdown = 32;
      recv_state = RX_DELAY_RESTART;
    end
    RX_RECEIVED: begin
      recv_state = RX_IDLE;
    end
    default: recv_state = RX_IDLE;
  endcase
  case (tx_state)
    TX_IDLE: begin
      if (transmit) begin
        tx_data = tx_byte;
        tx_clk_divider = CLOCK_DIVIDE;
        tx_countdown = 16;
        tx_out = 0;
        tx_bits_remaining = 8;
        tx_state = TX_SENDING;
      end
    end
    TX_SENDING: begin
      if (!tx_countdown) begin
        if (tx_bits_remaining) begin
          tx_bits_remaining = tx_bits_remaining - 1;
          tx_out = tx_data[0];
          tx_data = {1'b0, tx_data[7:1]};
          tx_countdown = 16;
          tx_state = TX_SENDING;
        end else begin
          tx_out = 1;
          tx_countdown = 32;
          tx_state = TX_DELAY_RESTART;
        end
      end
    end
    TX_DELAY_RESTART: begin
      tx_state = tx_countdown ? TX_DELAY_RESTART : TX_IDLE;
    end
    default: tx_state = TX_IDLE;
  endcase
end
endmodule
```
**flow/run.sh**
```bash
#!/bin/bash
# OpenROAD 26Q1-2900-gdf79404cd8, Yosys 0.63+post, stock flow scripts
make -C /OpenROAD-flow-scripts/flow DESIGN_CONFIG=/design/flow/config.mk WORK_HOME=/design/flow/orfs finish
```
==> Changelog: implementation <==
### Changed

- Status: finished clean
- Post-CTS setup buffer count: 0
- Endpoints left unconstrained: 3
- Delay-heaviest family, CP: AND-OR/OR-AND gates
- Total GRT Usage: about a quarter
- Worst slew pin tran: 906 ps
- Largest net degree at the start of global routing: 51
- Vias/cell: between 5 and 6
- HPWL Detailed: around 45000 um
- Area grow syn2layout: 6.73%
- Yosys chip area: about 20000 um^2
- CP startpoint kind: flip-flop
- Die Area: just over 50000 um^2
- Max IR drop VDD: approximately 25 uV
- Worst-Skew Late Latency: about 460 ps
- GPL Wtd Cong: around 1
- Register pins left without a clock: 3
- DR WL/cell: around 18 um
- Tmin final: ~32000 ps
- Dpl ws: 9720 ps
- Crit path DAT: about 32000 ps
- Post-CTS resize count: 0
- I/O Pins: 12
- Final ANT Viol Nets: 0
- Hold_buf cts: 0
- TritonCTS Buffers: 17
- Iteration-0 DRC Markers: between 1000 and 1500
- Drt total wl: 57900 um
- Endpoints failing setup: 0
- CTS tree: yes
- Core region area: 49100 um^2
- Crit-path most repeated cell: ha_1
- CP max stage cell: o31ai_1
- Distinct lib cells: between 100 and 150
- Max H-tree Level: 4
- Vias in the first global route: 17471
- Number of buffers added on ports: 3
- GRT overflow: 0
- Row count: 81
- Critical path peak fanout: 21
- CTS clk-pin slew, worst paths: approximately 90 ps
- Mapped Area: ~20000 um^2
- Largest Register: data
- Crit path largest cell delay: around 740 ps
- Max-Cap Viols: 0
- Die outline height: between 200 and 250 um
- Top cell excl fill/tap: nor2_1
- Max reg flops: 28
- CTS max path bufs: 2
- Leak: about 9.2 nW
- Top cells excl fill/tap: nor2_1 (295), ha_1 (237), nand2_1 (218)
- Die width: roughly 230 um
- Global-route wire length before repair: around 94000 um
- Syn Area/Cell: around 7.8 um^2
- Main synth FF type: dfxtp_1
- FP Core Util: 40.6%
- CTS root buffer: clkbuf_16
- Max-slew violations: 0
- Class of the worst hold path: flip-flop to flip-flop
- WP data required: 41310 ps
- Max frequency: 31.3 MHz
- 1st-pass router iterations: 5
- Initial antenna violation count: 0
- Power density of the placed cells: ~19 nW/um^2
- Biggest regs: data x28, init_counter x18
- DRC: 0
- Post-synth EDFFs: approximately 42
- Syn Inst Count: approximately 2600
- Synth warn: 3
- Via count: 18491
- CP Class: flip-flop to flip-flop
- OpenROAD warnings: 33
- CP endpoint kind: flip-flop
- Clk_skew: slightly above 20 ps
- Asr flop ratio synth: 0%
- TNS Setup: 0 ps
- Hold violation count in the final report: 0
- RSZ-0062 raised after global routing: no
- Yosys reg bits: 188
- Number of inserted diodes: 0
- Final period utilization: between 70 and 80%
- Share of post-route cells with drive strength above 1: under 10%
- Yosys cell count: approximately 2600
- Buffers & Inverters on Critical Path: 15
- Setup WS post-layout: 9180 ps
- Rel. slew slack: between 30 and 40%
-- path summary, 6_finish.rpt --
kind,startpoint,end,slack [ps],cells after the start
hold / removal,data[102][4],data[102][4],440,2
hold reg to reg,data[102][4],data[102][4],440,2
setup reg to reg,second_num_reg[9],num_reg[0],9180,121
setup / recovery,second_num_reg[9],num_reg[0],9180,121
-- report_power, final --
part | internal (mW) | switching [mW]
clock | 0.0850 | 0.0894
combinational | 0.00999 | 0.0139
sequential | 0.190 | 0.00571
total | 0.285 | 0.109
-- logic make-up (layout without fill, tap and decap cells) --
family          after synthesis  after routing  share of synthesized area, %
compound gates              690            690                          23.4
xor+xnor                    160            160                          7.03
fa+ha+maj                   245            245                          15.7
buf+inv                     228            203                          4.70
flops                       185            185                          20.7
latches                       3              3                         0.226
mux                          58             58                          3.30
other cells                   1              1                        0.0188
simple gates                987            987                          24.9
-- metal layers --
metal / track usage [%] / vias up / wire (um)
met5: 0 / - / 0
met4: 5.82 / 0 / 1590
met3: 2.65 / 90 / 2750
met2: 37.8 / 477 / 26000
met1: 35.3 / 8613 / 27700
li1: - / 9311 / -
-- Yosys cell counts, types with 43 or more instances --
cell type	n	area (um^2)
xor2_1	59	517
a21oi_1	166	831
nor3_1	89	445
o21a_1	55	413
o21ai_0	119	596
o211ai_1	43	323
inv_1	124	465
nor2_1	296	1110
dfxtp_1	143	2860
ha_1	237	2970
nand3_1	62	310
clkbuf_1	59	221
nand2_1	218	818
nor2b_1	43	269
xnor2_1	101	885
-- layout make-up --
cell class	instances	area [um^2]
clock inverters	15	210
clock buffers	17	425
repair buffers	40	303
inverters	131	492
multi-input cells	2141	14800
fillers	4852	27800
flip-flops and latches	188	4170
well taps	664	831
-- tightest hold or removal path: cells and delay by family (launching register included) --
family	cells	cell delay, ps
AND/OR/NAND/NOR	2	90
flip-flops	1	310
-- through the flow --
stage	std cells	instance area (um^2)	total power [mW]	utilization (%)	hold slack, ps
after floorplan	2557	19900	0.218	-	409
after global placement	3164	20600	0.223	42.1	425
after detailed placement	3164	20600	0.224	42.1	432
after CTS	3196	21300	0.400	43.4	445
after global routing	3196	21300	0.411	43.4	462
final	3196	21300	0.394	43.4	443
Power and IR drop assume default switching activity.
